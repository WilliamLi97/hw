## flow/run.sh

```bash
#!/bin/bash
# OpenROAD 26Q1-2900-gdf79404cd8, Yosys 0.63+post, stock flow scripts
make -C /OpenROAD-flow-scripts/flow DESIGN_CONFIG=/design/flow/config.mk WORK_HOME=/design/flow/orfs finish
```

## flow/config.mk

```make
export PLATFORM = sky130hd
export DESIGN_NAME = fifo
export DESIGN_NICKNAME = fifo
export VERILOG_FILES = /design/flow/design.v
export SDC_FILE = /design/flow/constraint.sdc
export NUM_CORES = 4
export LEC_CHECK = 1
export CORE_UTILIZATION = 40
```

## flow/constraint.sdc

```tcl
current_design fifo

set clk_period 4.3
set clk_io_pct 0.2

create_clock -name clk0 -period $clk_period [get_ports {clk_i}]

set non_clock_inputs [all_inputs -no_clocks]
set_input_delay [expr $clk_period * $clk_io_pct] -clock clk0 $non_clock_inputs
set_output_delay [expr $clk_period * $clk_io_pct] -clock clk0 [all_outputs]
```

## flow/design.v

```verilog
module fifo #(
    parameter LENGTH = 32,
    parameter WIDTH  = 16
) (
    input logic reset_i,
    input logic clk_i,
    input logic read_en,
    input logic write_en,
    input logic [WIDTH-1:0] data_i,
    output logic empty_o,
    output logic full_o,
    output logic [WIDTH-1:0] data_o
);
  logic [$clog2(LENGTH):0] write_ptr;
  logic [$clog2(LENGTH):0] read_ptr;
  logic [WIDTH-1:0] mem [LENGTH-1:0];
  assign empty_o = (write_ptr == read_ptr) | reset_i;
  assign full_o = (write_ptr[$clog2(LENGTH)] != read_ptr[$clog2(LENGTH)] && write_ptr[$clog2(LENGTH)-1:0] == read_ptr[$clog2(LENGTH)-1:0]) & ~reset_i;
  always_ff @(posedge clk_i, posedge reset_i) begin
    if (reset_i) begin
      write_ptr <= 0;
      read_ptr  <= 0;
      data_o    <= 0;
    end else begin
      if (read_en & ~empty_o) begin
        data_o          <= mem[read_ptr];
        read_ptr        <= read_ptr + 1;
      end
      if (write_en & ~full_o) begin
        mem[write_ptr]   <= data_i;
        write_ptr        <= write_ptr + 1;
      end
    end
  end
endmodule
```

==> run summary <==
The full implementation flow was run.

The flow ran to the end, and the final reports show no timing, DRC or antenna violations. Once layout is complete, the utilization of the core stands at 0.470. The max-capacitance violation count stands at 0. Once layout is done, the placed cells without fillers occupy 0.0247 sq mm. The worst-case IR drop observed on VDD is 0.342 mV.

The fill cell total of the finished layout stands at 4417. STA classifies the critical path endpoint as an output port. The post-synthesis simple-gate area fraction stands at 0.0695. The clock-pin slew on the worst setup and hold paths stands at 0.06 ns.

The worst path arrival time stands at 2.94 ns. In the floorplan report the effective utilization is 0.404. The area after detailed placement stands at 0.0229 sq mm.

Summed over all failing endpoints, the final setup total negative slack is 0 ns. The sum of overflow across all layers after global routing stands at 0. Pins over their slew limit in the final report were tallied at 0. The maximum clock skew at final layout stands at 0.0216 ns. The critical path in the final layout is reported with a setup slack of 0.498 ns. The chip area line of the yosys report stands at 0.0213 sq mm. The final total power stands at 16.2 mW.

In the routed design, unresolved DRC markers number 0. The post-placement setup slack stands at 0.870 ns. Checking hold timing, the worst path is listed with class reg2reg. The area fraction of the largest cell type after synthesis is 0.723. Per the placement report, the placed cell count is 2032. The fraction of synthesized cell area in xor and xnor cells stands at 0.00577. The signed area change from the synthesized netlist to the final layout stands at 16.3%. The script logs the ratio of routed vias to standard cells as 6.16. For this design, the CTS-stage hold fixing added 0 buffers. In this run the mean area of a mapped cell was 16.4 sq um. Pin placement for this block handled 38 I/O pins. The data required time at the worst endpoint stands at 3.44 ns.

The areal power density over the cells stands at 654 mW/mm^2. The adder and majority cell fraction of the synthesized area stands at 0.00706. The die is 233 microns wide. The number of antenna violations at the first check in global routing stands at 0. The count of different cell masters after synthesis stands at 68. The mux share of post-synthesis cell area stands at 0.0408. For reference, the top cells by area after synthesis are edfxtp_1, dfrtp_1, a22oi_1. The maximum number of pins on one net before global-route repair stands at 44.

The number of buffers between clock root and the deepest sink stands at 3. The count of instances resized after the clock tree is built stands at 0. Per the synthesis report, the dominant area consumer among library cells is edfxtp_1. For this run, the leading register cell type out of synthesis is edfxtp_1. The number of global-route vias before repair is 13649. The first global-routing pass estimated 99.8 mm of wire.

TritonCTS built the clock tree. The number of buffers inserted to repair setup after CTS stands at 0. In the setup report, the worst path falls into the class reg2out.

Leaving out fill and tap cells, the most frequent cell in the layout is edfxtp_1. For this run, the register share of the synthesized area comes to 0.756. Counting the buffers created by CTS gives 54. The area of the core stands at 0.0526 sq mm. The mapped netlist covers 0.0213 sq mm. The vertical die size stands at 233 microns.

The complex-gate fraction of the synthesized area stands at 0.100. Of all nets on the critical path, the largest fanout is 43. The clock period could shrink to 3.80 ns. Among the non-sequential cells, AND-OR/OR-AND gates take the most area.

Across all stage logs, warnings added up to 33. The aggregate global-route resource usage stands at 0.293. The proportion of synthesized flip-flops having asynchronous set or reset stands at 0.0519. Static timing analysis puts the maximum clock frequency at 263 MHz. The number of non-filler instances in the completed layout stands at 2136. The synthesized netlist was found by Yosys to have 1295 cells. The library cells used most frequently in the layout, excluding fill and tap cells, are edfxtp_1, buf_4, a22oi_1. The count of buffers inserted at the top-level ports stands at 37. Per the layout area report, the combinational gate area comes to 0.00480 sq mm. Summed over all layers, the routed wires come to 71.3 mm. The worst slew slack as a fraction of its limit stands at 0.257. The count of H-tree levels built during CTS stands at 2. The HPWL after detailed placement is 44.6 mm. Setup repair after global routing left no endpoint under its margin. STA classifies the critical path startpoint as a register.

The clock net in this run drives a total of 540 sinks. For this sky-water flow run, the detailed-routed wirelength per cell is reported as 33.4 microns. The final timing report counts setup violations totalling 0. The number of search-and-repair iterations in the first detailed-routing pass stands at 6.

The tightest hold path in the finished design has a slack of 0.498 ns. Looking at the max-slew report, the worst-margin pin has a slew of 1.10 ns. The leakage power in the latest report is 8.02 nW. The detail route stage leaves a number of antenna-violating nets equal to 0. The final period utilization stands at 0.884. Endpoints failing hold in the final report were tallied at 0. The number of flops mapped to enable cells by yosys stands at 512. RePlAce ended its routability-driven mode at a weighted congestion of 1.02.

The row count stands at 84. The area used by sequential logic in the layout stands at 0.0161 sq mm. The fraction of final layout cells with drive strength greater than 1 stands at 0.159. The full die area stands at 0.0541 sq mm.

For this run, the number of Yosys warnings is 2. Per the log, the first TritonRoute iteration ended with a DRC count of 1065. The source-to-sink clock delay at the later pin of the worst-skew pair stands at 0.61 ns.

Yosys reported a register bit count of 540. The routed layout has 13164 vias. CTS placed an instance of clkbuf_16 at the clock tree root. The count of mapped cells out of synthesis stands at 1295.
cell type report:
cell class                      count  share of cell area
Clock inverter                     26              0.0116
Multi-Input combinational cell    659               0.194
Timing Repair Buffer              132              0.0443
Clock buffer                       76              0.0622
Inverter                           13             0.00197
Sequential cell                   540               0.651
Antenna cell                        2            0.000202
Tap cell                          688              0.0348
synth_stat cells (18+ instances only):
| master | count |
|---|---|
| a22oi_1 | 81 |
| a32oi_1 | 18 |
| and2_1 | 20 |
| buf_2 | 29 |
| clkbuf_1 | 41 |
| dfrtp_1 | 28 |
| edfxtp_1 | 512 |
| mux2_2 | 19 |
| mux2i_1 | 51 |
| nand2_1 | 52 |
| nand3_1 | 49 |
| nor2_1 | 52 |
| nor3_1 | 29 |
| o21ai_0 | 19 |
| o22ai_1 | 27 |
report_power, final:
part | switching [mW] | total (mW) | internal [mW]
clock network | 1.96 | 4.82 | 2.85
logic | 3.29 | 4.90 | 1.61
registers | 0.399 | 6.44 | 6.04
total | 5.66 | 16.2 | 10.5
worst max-delay path, cell delays in order, from the launching register on:
cell and delay [ns]:
dfrtp_4 0.83, buf_4 0.35, xnor2_1 0.14, nand3_1 0.18, nor4_1 0.27, clkdlybuf4s50_1 0.51
layer usage:
metal / vias up / share of wire / routed length, microns / GRT usage
li1: 5479 / - / - / -
met1: 6407 / 0.32 / 22900 / 0.346
met2: 1063 / 0.44 / 31300 / 0.403
met3: 207 / 0.18 / 13000 / 0.231
met4: 8 / 0.053 / 3810 / 0.115
met5: - / 0.0048 / 345 / 0.0533
state kept, by name, indices dropped and copies added, names as in the netlist:
name       flops
mem          512
write_ptr      6
data_o        16
read_ptr       6
cells by family after synthesis:
group	Yosys count
AND-OR/OR-AND	272
XOR/XNOR	14
adder cells (fa/ha/maj)	12
buffers and inverters	96
flip-flops	540
multiplexers	77
AND/OR/NAND/NOR	284
final timing paths:
path | from | end | slack (ns) | cells past startpoint
setup / recovery | read_ptr[4]$_DFFE_PP0P_ | full_o | 0.50 | 5
hold / removal | write_ptr[5]$_DFFE_PP0P_ | write_ptr[5]$_DFFE_PP0P_ | 0.50 | 1
min in group asynchronous | reset_i | write_ptr[0]$_DFFE_PP0P_ | 0.88 | 3
setup reg to reg | read_ptr[0]$_DFFE_PP0P_ | data_o[3]$_DFFE_PP0P_ | 0.68 | 9
max in group asynchronous | reset_i | read_ptr[4]$_DFFE_PP0P_ | 3.03 | 3
hold reg to reg | write_ptr[5]$_DFFE_PP0P_ | write_ptr[5]$_DFFE_PP0P_ | 0.50 | 1
Power figures rest on the tool's default switching activity, not on a simulated workload.
