==> flow/design.v <==
module chain_synchronizer #(
    parameter LENGTH = 3
) (
    input  logic reset_ni,
    input  logic clk_i,
    input  logic data_i,
    output logic data_o
);
  logic [LENGTH-1:0] pipe;
  assign data_o = pipe[LENGTH-1];
  always_ff @(posedge clk_i, negedge reset_ni) begin
    if (~reset_ni) pipe <= '0;
    else pipe <= {pipe[LENGTH-2:0], data_i};
  end
endmodule
module fifo_async #(
    parameter CHAIN_LENGTH = 3,
    parameter MEM_LENGTH   = 32,
    parameter DATA_WIDTH   = 16
) (
    input  logic                  reset_src_ni,
    input  logic                  reset_dest_ni,
    input  logic                  clk_src_i,
    input  logic                  clk_dest_i,
    input  logic                  write_en_i,
    input  logic                  read_en_i,
    input  logic [DATA_WIDTH-1:0] data_i,
    output logic                  full_o,
    output logic                  empty_o,
    output logic [DATA_WIDTH-1:0] data_o
);
  localparam PTR_LENGTH = $clog2(MEM_LENGTH);
  logic [PTR_LENGTH:0] write_ptr;
  logic [PTR_LENGTH:0] read_ptr;
  logic [PTR_LENGTH:0] write_ptr_gray;
  logic [PTR_LENGTH:0] read_ptr_gray;
  logic [PTR_LENGTH:0] read_ptr_gray_src;
  logic [PTR_LENGTH:0] write_ptr_gray_dest;
  logic [DATA_WIDTH-1:0] mem[MEM_LENGTH-1:0];
  genvar i;
  generate
    bin_to_gray_converter write_ptr_bg_converter (
        .binary_i(write_ptr),
        .gray_o  (write_ptr_gray)
    );
    bin_to_gray_converter read_ptr_bg_converter (
        .binary_i(read_ptr),
        .gray_o  (read_ptr_gray)
    );
    for (i = 0; i <= $clog2(MEM_LENGTH); i = i + 1) begin : gen_ptr_pipes
      chain_synchronizer #(
          .LENGTH(CHAIN_LENGTH)
      ) write_ptr_pipe (
          .reset_ni(reset_dest_ni),
          .clk_i   (clk_dest_i),
          .data_i  (write_ptr_gray[i]),
          .data_o  (write_ptr_gray_dest[i])
      );
      chain_synchronizer #(
          .LENGTH(CHAIN_LENGTH)
      ) read_ptr_pipe (
          .reset_ni(reset_src_ni),
          .clk_i   (clk_src_i),
          .data_i  (read_ptr_gray[i]),
          .data_o  (read_ptr_gray_src[i])
      );
    end
  endgenerate
  assign full_o = (write_ptr_gray[PTR_LENGTH:PTR_LENGTH-1] == ~read_ptr_gray_src[PTR_LENGTH:PTR_LENGTH-1]) & (write_ptr_gray[PTR_LENGTH-2:0] == read_ptr_gray_src[PTR_LENGTH-2:0]);
  assign empty_o = read_ptr_gray == write_ptr_gray_dest;
  always_ff @(posedge clk_src_i, negedge reset_src_ni) begin
    if (~reset_src_ni) begin
      write_ptr <= 0;
    end else begin
      if (write_en_i & ~full_o) begin
        mem[write_ptr] <= data_i;
        write_ptr      <= write_ptr + 1;
      end
    end
  end
  always_ff @(posedge clk_dest_i, negedge reset_dest_ni) begin
    if (~reset_dest_ni) begin
      read_ptr <= 0;
      data_o   <= 0;
    end else begin
      if (read_en_i & ~empty_o) begin
        data_o   <= mem[read_ptr];
        read_ptr <= read_ptr + 1;
      end
    end
  end
endmodule
module bin_to_gray_converter #(
    parameter LENGTH = 3
) (
    input  logic [LENGTH-1:0] binary_i,
    output logic [LENGTH-1:0] gray_o
);
assign gray_o = {binary_i[LENGTH-1], binary_i[LENGTH-1:1] ^ binary_i[LENGTH-2:0]};
endmodule
==> flow/run.sh <==
#!/bin/bash
# OpenROAD 26Q1-2900-gdf79404cd8, Yosys 0.63+post, stock flow scripts
make -C /OpenROAD-flow-scripts/flow DESIGN_CONFIG=/design/flow/config.mk WORK_HOME=/design/flow/orfs finish
==> flow/config.mk <==
export PLATFORM = sky130hd
export DESIGN_NAME = fifo_async
export DESIGN_NICKNAME = fifo_async
export VERILOG_FILES = /design/flow/design.v
export SDC_FILE = /design/flow/constraint.sdc
export NUM_CORES = 4
export LEC_CHECK = 1
export CORE_UTILIZATION = 50
==> flow/constraint.sdc <==
current_design fifo_async

set clk_period 4.8
set clk_io_pct 0.2

create_clock -name clk0 -period $clk_period [get_ports {clk_dest_i}]
create_clock -name clk1 -period $clk_period [get_ports {clk_src_i}]

set non_clock_inputs [all_inputs -no_clocks]
set_input_delay [expr $clk_period * $clk_io_pct] -clock clk0 $non_clock_inputs
set_output_delay [expr $clk_period * $clk_io_pct] -clock clk0 [all_outputs]
==> out/results.txt <==
Crit. Startpoint: read_ptr[2]
ys flops: 547
crit path DAT: 4.06 ns
Max FO, Critical Path: 34
Worst-Margin Slew: 1.373 ns
Via density: 6.565
total grt overflow: 0
Leak: 0.008056 µW
Reg2Reg Launch Point: read_ptr[2]
Core Util at FP: 50.87%
Remaining DRCs: 0
First-pass DRT Iterations: 8
combinational gate area: 0.004710 mm²
Core ar.: 0.04213 mm²
most numerous logic cell after layout: edfxtp_1
setup bufs post-CTS: 0
tool warnings: 34
CP endpoint kind: register
Post-DP HPWL: 44090 µm
Post-synth seq share: 75.82%
Crit path depth: 7
CP delay by family, top: simple AND/OR/NAND/NOR gates
CTS tree: yes
Worst Hold Class: register to register
Mean Syn Cell Area: 16.81 µm²
die width: 209.0 µm
setup repair after global routing missed its margin: false
Critical Path RT: 4.96 ns
share of cells above drive strength 1: 15.40%
Synth Instances: 1275
setup TNS: 0 ns
WP buf/inv: 1
number of global-route vias before repair: 13.40k
Area Growth Syn to Fin: 14.07%
clk_skew: 0.009678 ns
FF-to-FF setup slack: 0.90 ns
kind of critical path: register to register
CP max stage delay: 0.97 ns
ys async rst share: 6.399%
Reg area: 0.01626 mm²
num rows: 75
normalized max-slew margin: 8.398%
reg-to-reg endpoint: data_o[3]
Final setup viols: 0
hold slack: 0.3460 ns
GRT Util Overall: 35.69%
most frequent cells in the layout: edfxtp_1 (512), a22oi_1 (96), buf_4 (73)
Die H: 209.0 µm
critical path launch point type: register
Vias: 12.80k
Routed wire per std cell: 34.96 µm
I/O pins: 40
Worst R2R Path Depth: 7
Yosys Instances: 1275
pwr dens: 589.8 mW/mm²
Setup crit end: data_o[3]
PostCTS Resize Cnt: 0
die footprint: 0.04370 mm²
Sink Count: 547
Pwr Total: 14420 µW
Post-synth EDFFs: 512
initial antenna violation count: 2
PortBufs: 37
Netlist cell types: 77
final non-filler cell total: 1949
cells along the critical path: buf_4 > and3b_1 > a222oi_1 > o221ai_1 > nor4_1 > and3_1 > o21ai_1
Fin. Hold Viols: 0
largest net degree at the start of global routing: 88
# fillers: 3134
status: complete, no violations
Max Transition Viols Final: 0
Clock Pin Slew Worst Setup and Hold Paths: 0.05 ns
Routed WL: 68140 µm
worst vdd ir: 0.3116 mV
main flop type: edfxtp_1
CP max-delay cell: nor4_1
Yosys Chip Area: 0.02143 mm²
initial drt markers: 994
Ys Warns: 7
max-capacitance violation count: 0
Routed Antenna Nets: 0
Mapped Area: 0.02143 mm²
GP Congestion: 1.073
placed cell count: 1849
first-pass GRT wire length: 96390 µm
hold_buf cts: 0
-- worst register-to-register path: stages (launching register included) --
cell,delay (ns)
dfrtp_4,0.78
buf_4,0.54
and3b_1,0.31
a222oi_1,0.32
o221ai_1,0.45
nor4_1,0.97
and3_1,0.32
o21ai_1,0.08
-- sequential cells by signal, summed over array words and instances, names as in the netlist --
signal and flops:
read_ptr 5, mem 512, gen_ptr_pipes.write_ptr_pipe.pipe 9, write_ptr 5, data_o 16
-- logic make-up (layout without fill, tap and decap cells) --
| logic type | count (synthesis) | in the layout | share of synthesized area (%) |
|---|---|---|---|
| adders and majority gates | 14 | 14 | 0.8173 |
| DFF | 547 | 547 | 75.82 |
| and+or+nand+nor | 241 | 241 | 6.048 |
| xor gates and xnor gates | 9 | 9 | 0.3678 |
| muxes | 90 | 90 | 4.489 |
| buffers and inverters | 85 | 219 | 2.545 |
| other | 1 | 2 | 0.01750 |
| AOI/OAI and AO/OA | 288 | 288 | 9.895 |
-- metrics by stage --
stage / utilization (%) / cell area, µm² / setup WS, ns
5_1_grt: 58.02 / 24450 / 0.8299
3_3_place_gp: 53.68 / 22620 / 1.167
4_1_cts: 58.02 / 24450 / 1.147
2_1_floorplan: - / 21430 / 1.944
6_report: 58.03 / 24450 / 0.9011
3_5_place_dp: 53.68 / 22620 / 1.165
-- worst min path at each step --
stage | from | end | slack, ns | cells after the start
CTS | gen_ptr_pipes[1].write_ptr_pipe.pipe[0] | gen_ptr_pipes[1].write_ptr_pipe.pipe[1] | 0.35 | 0
global route | gen_ptr_pipes[0].write_ptr_pipe.pipe[1] | gen_ptr_pipes[0].write_ptr_pipe.pipe[2] | 0.35 | 0
finish | gen_ptr_pipes[1].write_ptr_pipe.pipe[0] | gen_ptr_pipes[1].write_ptr_pipe.pipe[1] | 0.35 | 0
-- synthesized netlist by cell type (19+ instances only) --
cell | count | area, µm²
a22oi_1 | 96 | 720.7
buf_2 | 26 | 130.1
buf_6 | 19 | 214.0
clkbuf_1 | 19 | 71.32
dfrtp_1 | 35 | 875.8
edfxtp_1 | 512 | 15370
mux2i_1 | 71 | 710.7
nand2_1 | 65 | 244.0
nand3_1 | 22 | 110.1
nor2_1 | 50 | 187.7
o21ai_0 | 36 | 180.2
o22ai_1 | 30 | 187.7
-- final cells by class --
type,count,share of cell area (%)
antenna,1,0.01024
clock buffer,68,5.957
clock inverter,31,1.520
inverter,9,0.1382
multi-input combinational,643,19.26
sequential,547,66.51
tap,539,2.758
timing repair buffer,111,3.838
-- report_power, final --
group / total [µW] / switching (µW) / leakage, µW / internal, µW
registers: 5810 / 279 / 0.00502 / 5530
clock network: 4390 / 1770 / 0.000901 / 2630
logic: 4220 / 2820 / 0.00213 / 1390
total: 14400 / 4870 / 0.00806 / 9550
-- routing by layer --
metal  track usage (%)  vias up  share of wire (%)
met2             48.94      988                 45
li1                  -     5374                  -
met5             3.003        -               0.28
met4             12.25        6                4.7
met3             26.74      171                 18
met1             45.86     6257                 33
Power is estimated from default activity; no workload was simulated.
