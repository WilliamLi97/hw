<file path="flow/run.sh">
#!/bin/bash
# OpenROAD 26Q1-2900-gdf79404cd8, Yosys 0.63+post, stock flow scripts
make -C /OpenROAD-flow-scripts/flow DESIGN_CONFIG=/design/flow/config.mk WORK_HOME=/design/flow/orfs finish
</file>
<file path="flow/config.mk">
export PLATFORM = sky130hd
export DESIGN_NAME = handshake_synchronizer
export DESIGN_NICKNAME = handshake_synchronizer
export VERILOG_FILES = /design/flow/design.v
export SDC_FILE = /design/flow/constraint.sdc
export NUM_CORES = 4
export LEC_CHECK = 1
export CORE_AREA = 10 10 106 106
export DIE_AREA = 0 0 116 116
</file>
<file path="flow/constraint.sdc">
current_design handshake_synchronizer

set clk_period 1.2
set clk_io_pct 0.2

create_clock -name clk0 -period $clk_period [get_ports {clk_dest_i}]
create_clock -name clk1 -period $clk_period [get_ports {clk_src_i}]

set non_clock_inputs [all_inputs -no_clocks]
set_input_delay [expr $clk_period * $clk_io_pct] -clock clk0 $non_clock_inputs
set_output_delay [expr $clk_period * $clk_io_pct] -clock clk0 [all_outputs]
</file>
<file path="flow/design.v">
module chain_synchronizer #(
    parameter LENGTH = 3
) (
    input  logic reset_ni,
    input  logic clk_i,
    input  logic data_i,
    output logic data_o
);
  logic [LENGTH-1:0] pipe;
  assign data_o = pipe[LENGTH-1];
  always_ff @(posedge clk_i, negedge reset_ni) begin
    if (~reset_ni) pipe <= '0;
    else pipe <= {pipe[LENGTH-2:0], data_i};
  end
endmodule
module handshake_dest_fsm (
    input  logic reset_ni,
    input  logic clk_i,
    input  logic req_i,
    output logic ack_o,
    output logic valid_o
);
  typedef enum logic {
    IDLE,
    ACK
  } state_e;
  state_e current_state;
  state_e next_state;
  always_comb begin
    case (current_state)
      IDLE: begin
        if (req_i) next_state = ACK;
        else next_state = IDLE;
      end
      ACK: begin
        if (~req_i) next_state = IDLE;
        else next_state = ACK;
      end
      default: next_state = IDLE;
    endcase
  end
  always_comb begin
    ack_o = req_i;
    case (current_state)
      IDLE:    valid_o = req_i;
      ACK:     valid_o = '0;
      default: valid_o = 'x;
    endcase
  end
  always_ff @(posedge clk_i, negedge reset_ni) begin
    if (~reset_ni) current_state <= IDLE;
    else current_state <= next_state;
  end
endmodule
module handshake_src_fsm #(
    parameter DATA_WIDTH = 32
) (
    input  logic                  reset_ni,
    input  logic                  clk_i,
    input  logic                  valid_i,
    input  logic                  ack_i,
    input  logic [DATA_WIDTH-1:0] data_i,
    output logic                  busy_o,
    output logic                  req_o,
    output logic [DATA_WIDTH-1:0] data_o
);
  typedef enum logic [1:0] {
    IDLE,
    HOLD,
    CLEAR
  } state_e;
  state_e current_state;
  state_e next_state;
  logic   next_busy;
  logic   next_req;
  logic [DATA_WIDTH-1:0] next_data;
  always_comb begin
    case (current_state)
      IDLE: begin
        if (valid_i) next_state = HOLD;
        else next_state = IDLE;
      end
      HOLD: begin
        if (ack_i) next_state = CLEAR;
        else next_state = HOLD;
      end
      CLEAR: begin
        if (~ack_i) next_state = IDLE;
        else next_state = CLEAR;
      end
      default: next_state = IDLE;
    endcase
  end
  always_comb begin
    case (current_state)
      IDLE: begin
        next_busy = valid_i ? '1 : '0;
        next_req  = valid_i ? '1 : '0;
        next_data = valid_i ? data_i : data_o;
      end
      HOLD: begin
        next_busy = '1;
        next_req  = ack_i ? '0 : '1;
        next_data = data_o;
      end
      CLEAR: begin
        next_busy = ~ack_i ? '0 : '1;
        next_req  = '0;
        next_data = data_o;
      end
      default: begin
        next_busy = 'x;
        next_req  = 'x;
        next_data = 'x;
      end
    endcase
  end
  always_ff @(posedge clk_i, negedge reset_ni) begin
    if (~reset_ni) current_state <= IDLE;
    else current_state <= next_state;
  end
  always_ff @(posedge clk_i, negedge reset_ni) begin
    if (~reset_ni) begin
      busy_o <= '0;
      req_o  <= '0;
      data_o <= '0;
    end else begin
      busy_o <= next_busy;
      req_o  <= next_req;
      data_o <= next_data;
    end
  end
endmodule
module handshake_synchronizer #(
    parameter CHAIN_LENGTH = 3,
    parameter DATA_WIDTH   = 32
) (
    input  logic                  reset_src_ni,
    input  logic                  reset_dest_ni,
    input  logic                  clk_src_i,
    input  logic                  clk_dest_i,
    input  logic                  valid_i,
    input  logic [DATA_WIDTH-1:0] data_i,
    output logic                  busy_o,
    output logic                  valid_o,
    output logic [DATA_WIDTH-1:0] data_o
);
  logic req;
  logic req_dest;
  logic ack;
  logic ack_src;
  chain_synchronizer #(
      .LENGTH(CHAIN_LENGTH)
  ) cs_req (
      .reset_ni(reset_dest_ni),
      .clk_i  (clk_dest_i),
      .data_i (req),
      .data_o (req_dest)
  );
  chain_synchronizer #(
      .LENGTH(CHAIN_LENGTH)
  ) cs_ack (
      .reset_ni(reset_src_ni),
      .clk_i  (clk_src_i),
      .data_i (ack),
      .data_o (ack_src)
  );
  handshake_src_fsm #(
      .DATA_WIDTH(DATA_WIDTH)
  ) src_fsm (
      .reset_ni(reset_src_ni),
      .clk_i(clk_src_i),
      .valid_i(valid_i),
      .ack_i(ack_src),
      .data_i(data_i),
      .busy_o(busy_o),
      .req_o(req),
      .data_o(data_o)
  );
  handshake_dest_fsm dest_fsm (
      .reset_ni(reset_dest_ni),
      .clk_i(clk_dest_i),
      .req_i(req_dest),
      .ack_o(ack),
      .valid_o(valid_o)
  );
endmodule
</file>
==> results.toml <==
# synthesis and place-and-route metrics
[status]
outcome = "complete, but fails checks"
violations = "setup timing"

[route]
dr.pass1.iters = 3
drt-initial-drc-count = 33
diodes = 0
drtAntennaViolNets = 0
routed_via_density = 3.58
wl_per_cell_um = 13.5
via_count = 1096
drc = 0
totalWireLength_mm = 4.13

[critical_path]
critPathMaxFanout = 9
worst_ep_arrival_time_ns = 1.52
crit_type = "reg2reg"
end_kind = "register"
cp-start-kind = "register"
crit_required_ns = 1.38

[synth]
synth_area_mm2 = 0.00173
synth-seq-cells = 44
mux_share_pct = 27.4
ys_seq_share_pct = 63.8
yosysUniqueCellTypes = 14
fa_ha_area_share_pct = 0
synth.logic.top_family = "multiplexers"
ys.warnings.count = 3
synth_cells = 94
xor_share_pct = 0
syn_area_per_cell_um2 = 18.4
simple_gate_area_share_pct = 4.49
aoi_share_pct = 0.580
ys_chip_area_mm2 = 0.00173
ys_cells = 94

[job]
warning_count = 29
maxCapViolCount = 0

[grt]
antenna_found_initial = 0
gr-total-overflow = 0
grt_pass1_vias = 1178
grt_pass1_wl_mm = 6.47
track_usage_pct = 6.15
grt_max_degree = 22

[floorplan]
chipArea_mm2 = 0.0135
fp.dieW_um = 116
num_rows = 34
core_area_mm2 = 0.00885
fp_util_pct = 19.5
num_io_pins = 71
die_h_um = 116

[place]
gp_congestion = 0.714
io_buffer_count = 69
dp_cells = 280
dpl.hpwl_mm = 3.12

[pwr]
leakagePower_nw = 1.32
powerDensity_mw_per_mm2 = 2940
irDropWorstVdd_uv = 1030
p_total_mw = 8.56

[timing]
skew_ns = 0.0108
setup_viol_count_final = 32
setup_tns_ns = -3.65
rsz0062_at_grt = "true"
relSlewSlack_pct = 81.5
fin_ws_ns = -0.137
hold_viol = 0
slew_violations = 0
worstMarginPinSlew_ns = 0.277

[finish]
final_common_cell = "dfrtp_1"
final_cell_mix = "dfrtp_1, clkdlybuf4s50_1, mux2_4, clkdlybuf4s15_1, buf_4"
area_growth_pct = 68.5
final_cells = 306
final_util_pct = 32.9
drive_gt1_share_pct = 36.9

[min_path]
hp-class = "in2async"

[clock_tree]
clk_pin_slew_worst_paths_ns = 0.08
cts_tree = "yes"
cts_num_sinks = 44
==> state kept, by name, indices dropped and copies added (netlist names) <==
signal	count
cs_ack.pipe	3
cs_req.pipe	3
dest_fsm.current_state	1
src_fsm.busy_o	1
src_fsm.current_state	3
src_fsm.data_o	32
src_fsm.req_o	1
==> power by group <==
part | internal, mW | total [mW] | switching [mW]
clock | 1.05 | 1.58 | 0.533
sequential | 2.26 | 2.65 | 0.386
combinational | 3.06 | 4.33 | 1.27
==> repair_timing <==
action,in CTS,in global routing
hold endpoints to repair,39,0
setup buffers,8,5
gates resized,34,25
hold buffers,1,0
gates cloned,0,1
endpoints found under the setup margin,66,56
==> logic make-up after synthesis <==
| group | Yosys count |
|---|---|
| simple gates | 12 |
| compound gates | 2 |
| mux | 32 |
| flops | 44 |
| buf+inv | 4 |
==> per-stage QoR <==
stage	hold WS [ns]	cell area, um2	setup slack, ns
after floorplan	-0.0556	1740	-0.0457
final	0.228	2910	-0.137
after detailed placement	0.237	2610	-0.375
after CTS	0.233	2810	-0.158
after global routing	0.240	2910	-0.178
after global placement	0.241	2610	-0.346
==> cells in the mapped netlist, drive strengths merged <==
library cell   n  share of area, %
buf            3               3.5
nor2b          2              0.72
nand2          7               2.0
dfrtp         43                62
nor2           1              0.65
mux2          32                27
inv            1              0.22
o21ai          1              0.29
dfstp          1               1.5
a21oi          1              0.29
nand2b         2               1.2
==> path summary, 6_finish.rpt <==
| check | startpoint | to | slack [ns] | cells past startpoint |
|---|---|---|---|---|
| min in group clk1 | cs_ack.pipe[1] | cs_ack.pipe[2] | 0.36 | 0 |
| min | reset_dest_ni | dest_fsm.current_state | 0.23 | 1 |
| min in group clk0 | cs_req.pipe[1] | cs_req.pipe[2] | 0.35 | 0 |
| max in group clk0 | src_fsm.data_o[29] | data_o[29] | 0.05 | 1 |
| max reg2reg | src_fsm.current_state[0] | src_fsm.data_o[8] | -0.14 | 4 |
| max | src_fsm.current_state[0] | src_fsm.data_o[8] | -0.14 | 4 |
| min reg2reg | cs_req.pipe[1] | cs_req.pipe[2] | 0.35 | 0 |
| max in group asynchronous | reset_src_ni | src_fsm.current_state[0] | 0.45 | 3 |
==> metal layers <==
metal | share of wire (%) | track usage [%] | vias to the layer above
li1 | - | - | 527
met1 | 44 | 8.20 | 523
met2 | 45 | 9.03 | 44
met3 | 11 | 3.30 | 2
met4 | 0.29 | 0.667 | 0
met5 | 0 | 0 | -
==> worst max-delay path, cell delays in order (launching register included) <==
cell and delay, ns:
dfstp_2 0.56, nand2b_4 0.08, nand2_8 0.12, clkbuf_16 0.17, mux2_4 0.29
==> final cells by class <==
type                       instances  area, um2
sequential                        44       1100
multi-input combinational         46        569
fill                             875       5940
tap                              108        135
clock buffer                       9        114
inverter                           1       3.75
timing repair buffer              96        925
clock inverter                     2       60.1
Power and IR drop assume default switching activity.
